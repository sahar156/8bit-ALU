==> ./run.sh <==
#!/bin/bash
# OpenROAD 26Q1-2900-gdf79404cd8, Yosys 0.63+post, stock flow scripts
make -C /OpenROAD-flow-scripts/flow DESIGN_CONFIG=/design/flow/config.mk WORK_HOME=/design/flow/orfs finish
==> ./config.mk <==
export PLATFORM = sky130hd
export DESIGN_NAME = alu_struct
export DESIGN_NICKNAME = alu_struct
export VERILOG_FILES = /design/flow/design.v
export SDC_FILE = /design/flow/constraint.sdc
export NUM_CORES = 4
export LEC_CHECK = 1
export CORE_AREA = 10 10 112 112
export DIE_AREA = 0 0 122 122
==> ./constraint.sdc <==
current_design alu_struct

set clk_period 1.4
set clk_io_pct 0.2

create_clock -name clk0 -period $clk_period [get_ports {clk}]

set non_clock_inputs [all_inputs -no_clocks]
set_input_delay [expr $clk_period * $clk_io_pct] -clock clk0 $non_clock_inputs
set_output_delay [expr $clk_period * $clk_io_pct] -clock clk0 [all_outputs]
==> ./design.v <==
module adder_8bit (input[7:0] A,B,output reg[8:0] sum);
always @ (*)
 begin
  sum<=A+B;
end
endmodule
module alu_struct (input clk,rst ,input [7:0] A, B, output reg [8:0] result, output c_out,over_flow,zero,
                input wire [3:0] sel);
  wire [8:0] add_result, sub_result,not_B,twos_comp_B,and_result, xor_result,or_result,  right_rotate_result,left_rotate_result,
             shift_right_result,shift_left_result;
  adder_8bit adder(.A(A), .B(B), .sum(add_result));
  subtractor_8bit subtractor(.A(A), .B(B), .difference(sub_result));
  adder_8bit adder_(.A(not_B), .B(8'b1), .sum(twos_comp_B));
  and_g and1(.and_result(and_result),.A(A), .B(B));
  xor_g xor1(.xor_result(xor_result),.A(A), .B(B));
  or_g or1(.or_result(or_result),.A(A), .B(B));
 not_g not_b(.not_B(not_B),.B(B));
  right_rotate r_rotate(.A(A), .z(right_rotate_result));
  left_rotate l_rotate(.A(A), .z(left_rotate_result));
  right_shift shl(.A(A), .shifted(shift_right_result));
  left_shift sh2(.A(A), .shifted(shift_left_result));
  assign zero = (result == 9'b0);
  assign c_out = (result[8] == 1'b1);
  assign over_flow=(A[7] & B[7] & result[7]) | (~A[7] & ~B[7] & result[7]);
  always @(posedge clk or negedge rst) 
   begin
    if(!rst)
     result <= 8'b0;
    else 
     case(sel)
      4'b0000: result <= add_result;         
      4'b0001: result <= sub_result;         
      4'b0011: result <= twos_comp_B;         
      4'b1000: result <= and_result;         
      4'b1001: result <= xor_result;          
      4'b1010: result <= or_result;          
      4'b1011: result <= not_B;         
      4'b1100: result <= right_rotate_result;         
      4'b1101: result <= left_rotate_result;         
      4'b1110: result <= shift_right_result;         
      4'b1111: result <= shift_left_result;  
      default: result <= 8'b0;      
    endcase
  end
endmodule
module and_g (input[7:0] A,B,output reg[8:0] and_result);
always @ (*)
 begin
  and_result<=A&B;
end
endmodule 
module left_rotate (input [7:0]A,output reg[8:0] z);
always @ (*)
 begin
  z<=A<<<1;
end
endmodule 
module left_shift (input [7:0]A,output reg[8:0] shifted);
always @ (*)
 begin
  shifted<=A<<1;
end
endmodule 
module not_g (input[7:0] B,output reg[8:0] not_B);
always @ (*)
 begin
  not_B<=!B;
end
endmodule 
module or_g (input[7:0] A,B,output reg[8:0] or_result);
always @ (*)
 begin
  or_result<=A|B;
end
endmodule 
module right_rotate (input[7:0] A,output reg [8:0] z);
always @ (*)
 begin
  z<=A>>>1;
end
endmodule 
module right_shift (input[7:0] A,output reg[8:0] shifted);
always @ (*)
 begin
  shifted<=A>>1;
end
endmodule 
module subtractor_8bit (input [7:0]A,B,output reg [8:0]difference);
always @ (*)
 begin
  difference<=A-B;
end
endmodule 
module xor_g (input[7:0] A,B,output reg[8:0] xor_result);
always @ (*)
 begin
  xor_result=A^B;
end
endmodule 
==> impl_metrics.py <==
# Flow results
metrics = {
    "sta": {
        "worst_pin_slew_ns": 0.493,
        "fin_tns_setup_ns": -3.94,
        "hold_violations": 0,
        "hold_slack_ns": 0.341,
        "slew_viol_final": 0,
        "setup_viol": 10,
        "rsz0062_at_grt": "yes",
        "min_period_over_period_pct": 145,
        "finalCriticalPeriod_ns": 2.03,
        "fin_ws_ns": -0.633,
        "relSlewSlack_pct": 66.7,
        "fmax_mhz": 492,
    },
    "synth": {
        "synthTopCellsByCount": "ha_1, inv_1, nand2_1, o21ai_0, nor2_1",
        "edf_count": 0,
        "yosys_warnings": 12,
        "top_area_cell": "ha_1",
        "synth_cells": 191,
        "ys_seq_elements": 9,
        "ys_types": 41,
        "yosysChipArea_sq_um": 1470,
        "ff_type": "dfrtp_1",
        "top_area_share_pct": 21.2,
        "async_reset_ff_share_pct": 100,
        "synth_area_sq_um": 1470,
        "synth_area_per_cell_sq_um": 7.71,
        "yosys-top-cells-area": "ha_1, dfrtp_1, mux2i_1",
        "ys_cells": 191,
        "ys_seq_share_pct": 15.3,
        "most_common_cell": "ha_1",
    },
    "placement": {
        "hpwl_microns": 4110,
        "place_congestion": 0.935,
        "io_buffers": 33,
    },
    "layout": {
        "largest-register": "result",
        "largest_reg_flops": 9,
        "syn_to_final_growth_pct": 79.4,
        "top_regs": "result x9",
        "drive_above_1_share_pct": 42.2,
    },
    "setup_path": {
        "crit_top_cell": "o211ai_1",
        "path_cells": "buf_6, nor3_4, and2_4, nor2_2, xnor2_1, ha_1, a211oi_4, o211ai_1, nand2_1, mux2i_1, o211ai_1",
        "crit_family": "simple AND/OR/NAND/NOR gates",
        "crit_type": "input port to flop",
        "cp.required_ns": 1.50,
        "start_kind": "input port",
        "critPathArrivalTime_ns": 2.13,
        "crit_cells": 11,
        "crit_path_max_fanout": 3,
        "worst_path_max_delay_cell": "ha_1",
        "slowest_delay_ns": 0.32,
        "crit_buf_inv": 1,
        "crit_path_end_kind": "flop",
    },
    "clocking": {
        "clock_sinks": 9,
        "cts_root_buffer": "clkbuf_8",
        "htreeDepth": 1,
        "cts_inserted_buffers": 3,
        "cts.path.max_buffers": 2,
        "path_clk_slew_ns": 0.04,
        "cts_tree": "yes",
    },
    "floorplan": {
        "core_area_sq_um": 10200,
        "num_rows": 37,
        "die_h_microns": 122,
        "ios": 34,
        "chipArea_sq_um": 14900,
        "fp-utilization_pct": 14.4,
        "die_x_microns": 122,
    },
    "global_route": {
        "grtUsageTotal_pct": 6.57,
        "first_global_vias": 1663,
        "grt_max_degree": 24,
        "grt_pass1_wl_microns": 8090,
        "grt_overflow": 0,
        "antenna_found_initial": 0,
    },
    "run_status": {
        "failed_checks": "setup timing",
        "status": "finished, violations left",
    },
    "detailed_routing": {
        "finalWirelength_microns": 4990,
        "vias": 1713,
        "via_per_inst": 4.05,
        "wl_per_cell_microns": 11.8,
        "first_pass_iters": 4,
        "drc": 0,
        "drtIter0Drc": 41,
        "detail-route-antenna-nets": 0,
        "num_antenna_cells": 0,
    },
    "pwr": {
        "p_per_area_nw_per_um2": 545,
        "leakage_uw": 0.00126,
        "irDropWorstVdd_mv": 0.289,
    },
    "run": {
        "max_cap_violations": 0,
        "warning_count": 37,
    },
    "worst_hold_path": {
        "worstHoldPathType": "input port to async pin",
    },
}
[layout by cell type (no fill, tap or decap), types with 6 or more instances in the layout]
master,instances
nor2_1,10
nand3_1,6
o21ai_0,6
dfrtp_1,9
dlygate4sd2_1,8
buf_6,12
inv_1,18
buf_2,9
mux2i_1,10
ha_1,22
nand2_1,14
o21ai_1,6
buf_4,61
o211ai_1,7
clkdlybuf4s50_1,10
[repair_timing]
action | 4_1_cts | 5_1_grt
hold buffers | 0 | 0
setup buffers | 10 | 0
resized | 104 | 9
setup endpoints to repair | 17 | 11
endpoints found under the hold margin | 0 | 0
pin swaps | 35 | 13
[through the flow]
step | util [%] | std cells | power (uW) | setup WS (ns) | cell area, sq um
2_1_floorplan | - | 191 | 671 | -0.643 | 1530
3_3_place_gp | 23.6 | 410 | 1070 | -1.27 | 2420
3_5_place_dp | 23.6 | 410 | 1080 | -1.31 | 2420
4_1_cts | 25.6 | 424 | 1430 | -0.610 | 2620
5_1_grt | 25.8 | 423 | 1560 | -0.706 | 2640
6_report | 25.8 | 423 | 1440 | -0.633 | 2640
[layout make-up]
| class | instances | area (sq um) |
|---|---|---|
| clock buffer | 4 | 45.0 |
| fill | 1060 | 7590 |
| inverter | 20 | 75.1 |
| multi-input combinational | 153 | 1310 |
| sequential | 9 | 225 |
| tap | 136 | 170 |
| timing repair buffer | 101 | 813 |
[path summary, 6_finish.rpt]
path,to,from
max in group asynchronous,result[3],rst
worst min-delay path,result[6],rst
worst max-delay path,result[8],sel[1]
min in group clk0,result[8],A[7]
[per-layer routing]
metal	up-vias	global-route usage (%)	share of wire (%)
met1	785	9.02	44
met5	-	0	0
met4	0	0.596	0.52
li1	873	-	-
met2	51	10.6	46
met3	4	1.55	8.6
[power by group]
part	total [uW]	switching, uW	leakage [uW]	internal [uW]
sequential	307	17.7	0.000116	289
combinational	853	381	0.00112	472
clock	279	82.6	0.0000228	197
total	1440	482	0.00126	958
[logic make-up (layout without fill, tap and decap cells)]
group / count (synthesis) / after routing / synth area share (%)
buf+inv: 29 / 125 / 7.82
fa+ha+maj: 26 / 26 / 22.6
simple gates: 57 / 57 / 19.5
flops: 9 / 9 / 15.3
mux: 11 / 11 / 7.48
xor+xnor: 9 / 9 / 5.35
compound gates: 50 / 50 / 22.0
No activity file was given, so power comes from the tool's default toggle rates.
